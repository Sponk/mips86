==> flow/design.v <==
module OpcodeBuffer
		#(parameter ADDRESS_WIDTH = 32, parameter WORD_WIDTH = 32)
		(
			input wire clk,
			input wire reset,
			input wire [ADDRESS_WIDTH-1:0] ip,
			input wire startLoading,
			input wire [7:0] ramData,
			input wire ramBusy,
			output reg busy,
			output reg [WORD_WIDTH-1:0] opcode,
			output reg [ADDRESS_WIDTH-1:0] address,
			output reg request
		);
	reg [7:0] operation[0:3];
	reg [3:0] counter = 0;
	reg [3:0] status = 0;
	integer i;
	initial begin
		for(i = 0; i < 4; i = i + 1)
		$dumpvars(0,operation[i]);
	end
	always @(posedge clk)
	begin
		request = 0;
		if(startLoading & ~busy)
		begin
			request = 1;
			busy = 1;
			address = ip;
			counter = 0;
		end
		else if(busy)
		begin
			if(~ramBusy)
			begin
				operation[counter] = ramData;
				request = 1;
				counter = counter + 1;
				address = address + 1;
			end
		end
		if(busy && counter >= 4)
		begin
			counter = 0;
			busy = 0;
			opcode[31:24] <= operation[0];
			opcode[23:16] <= operation[1];
			opcode[15:8] <= operation[2];
			opcode[7:0] <= operation[3];
		end
		if(reset)
		begin
			counter = 0;
			status <= 0;
			opcode <= 0;
			address = 0;
			busy = 0;
		end
	end
endmodule
==> flow/run.sh <==
#!/bin/bash
# OpenROAD 26Q1-2900-gdf79404cd8, Yosys 0.63+post, stock flow scripts
make -C /OpenROAD-flow-scripts/flow DESIGN_CONFIG=/design/flow/config.mk WORK_HOME=/design/flow/orfs finish
==> flow/config.mk <==
export PLATFORM = sky130hd
export DESIGN_NAME = OpcodeBuffer
export DESIGN_NICKNAME = OpcodeBuffer
export VERILOG_FILES = /design/flow/design.v
export SDC_FILE = /design/flow/constraint.sdc
export NUM_CORES = 4
export LEC_CHECK = 1
export CORE_UTILIZATION = 50
==> flow/constraint.sdc <==
current_design OpcodeBuffer

set clk_period 9.1
set clk_io_pct 0.2

create_clock -name clk0 -period $clk_period [get_ports {clk}]

set non_clock_inputs [all_inputs -no_clocks]
set_input_delay [expr $clk_period * $clk_io_pct] -clock clk0 $non_clock_inputs
set_output_delay [expr $clk_period * $clk_io_pct] -clock clk0 [all_outputs]
==> GITHUB_STEP_SUMMARY <==
## PnR job results

| Metric | Value |
|---|---|
| Status | finished clean |
| Seq share, synth | 45.91% |
| Via Count | 3846 |
| FP Rows | 34 |
| DR WL/cell | 15.50 um |
| Buffer levels on the longest clock path | 2 |
| CP Data Required Time | 9.33 ns |
| Share of cells above drive strength 1 | 10.99% |
| Hold WS | 0.4792 ns |
| DR pass1 iterations | 4 |
| # diodes | 0 |
| Slew Viols, Final | 0 |
| CTS Buf Count | 9 |
| Die ar. | 9278 um^2 |
| Post-cts sizing count | 0 |
| Slew headroom | 56.78% |
| Clk ins delay skew pair | 0.36 ns |
| Arrival time of the worst setup path | 4.11 ns |
| Least-Margin Pin Slew | 0.6423 ns |
| Period utilization | 42.65% |
| Net Sw Frac | 25.71% |
| RSZ-0062 raised after global routing | false |
| Place WS | 4.864 ns |
| Yosys chip area | 4448 um^2 |
| Final GP Congestion | 0.8698 |
| I/O pin total | 110 |
| DR iter-0 viols | 198 |
| Total gr overflow | 0 |
| Syn_area_per_cell | 9.649 um^2 |
| Delay-heaviest family, CP | buffers and inverters |
| Horiz. Die Dim | 96.32 um |
| Slowest library cell on the worst path | buf_4 |
| Detailed Route WL | 10.41 mm |
| Critical Path Start | ramBusy |
| Fill cell count | 714 |
| Hold Buf Count CTS | 0 |
| Yosys cell types | 54 |
| Most common reg cell | dfxtp_1 |
| Reg-to-Reg Start | counter[0] |
| ANT nets after route | 0 |
| H-tree levels | 3 |
| Worst path bufs/invs | 2 |
| CP max stage delay | 0.52 ns |
| Worst Skew | 0.008035 ns |
| Clock Sinks | 102 |
| Initial antenna violation count | 0 |
| OpenROAD warnings | 29 |
| FFs w/ async S/R, synth | 0% |
| Critical Path Start Type | input pin |
| Largest net degree at the start of global routing | 59 |
| Final setup viols | 0 |
| Cell-internal power | 637.3 uW |
| Hold Vio Cnt, Final | 0 |
| Port Buffers | 109 |
| FP Util | 51.25% |
| CP Capture Type | flip-flop |
| Post-Syn Instances | 461 |
| Synth warn | 6 |
| Hold WC Path Type | flip-flop to flip-flop |
| Vias in the first global route | 3398 |
| Clk pwr share | 30.6% |
| Placed insts | 657 |
| Overall Global Routing Usage | 23.48% |
| CTS tree | yes |
| Finished Layout Cells | 672 |
| Root Driver | clkbuf_8 |
| First-pass GRT wire length | 16.54 mm |
| Power Dens Cells | 149.2 nW/um^2 |
| Die height | 96.32 um |
| Hold path start | operation[1][1] |
| Worst-path fanout max | 37 |
| Logic pwr share | 11.9% |
| Sw Pwr | 220.6 uW |
| Mapped cell area | 4448 um^2 |
| Syn-to-layout area delta | 29.31% |
| Setup Buffers After CTS | 0 |
| CP Class | input pin to flip-flop |
| Flop pwr share | 57.5% |
| EDFF count, synth | 0 |
| Routed vias/inst | 5.723 |
| Peak supply drop | 0.00008548 V |
| Power Total | 857.9 uW |
| Fmax | 257.7 MHz |
| Final min period | 3.881 ns |
| CP Cell Sequence | clkdlybuf4s50_1, nand3b_1, xor2_1, a31oi_4, buf_4, mux2i_1, nor2_1 |
| Seq cells post-synth | 102 |
| Leak pwr | 0.001999 uW |
| Max Cap Viol | 0 |
| Setup ws final | 5.219 ns |
| Drt drc | 0 |
| Worst-path clk slew | 0.10 ns |
| Post-DP HPWL | 6.936 mm |
| Core ar. | 8678 um^2 |
| Setup TNS | 0 ns |
| Cell count in the Yosys report | 461 |
power by group through the flow:
stage,registers (uW),clock network (uW),logic (uW)
finish,494,263,102
global route,498,293,112
CTS,493,273,102
area by class of cell:
type	count	area [um^2]	area share, %
multi-input combinational	323	2227	38.72
sequential	102	2042	35.50
clock inverter	6	58.81	1.022
timing repair buffer	115	1131	19.66
clock buffer	9	123.9	2.154
inverter	9	33.78	0.5873
tap	108	135.1	2.349
state kept, by name, indices dropped and copies added (netlist names):
register and cells:
address 32, busy 1, counter 4, opcode 32, operation 32, request 1
cells by family after synthesis:
group | count (synthesis) | share of synthesized area [%]
XOR/XNOR | 7 | 1.378
flip-flops | 102 | 45.91
AND/OR/NAND/NOR | 163 | 19.18
AND-OR/OR-AND | 82 | 12.10
multiplexers | 66 | 15.75
buffers and inverters | 36 | 4.275
adder cells (fa/ha/maj) | 5 | 1.406
synth_stat cells, types with 5 or more instances:
cell / number / share of area [%]
nor3_1: 10 / 1.1
nand2_1: 23 / 1.9
nor2_1: 52 / 4.4
o211ai_1: 6 / 1.0
mux2_2: 32 / 8.1
o22ai_1: 6 / 0.84
nand3_1: 16 / 1.8
inv_1: 9 / 0.76
and3_1: 6 / 0.84
dfxtp_1: 102 / 46
nor4_1: 9 / 1.3
xor2_1: 6 / 1.2
mux2i_1: 34 / 7.7
nand4_1: 15 / 2.1
ha_1: 5 / 1.4
clkbuf_1: 18 / 1.5
a22oi_1: 15 / 2.5
a21oi_1: 24 / 2.7
a31oi_1: 5 / 0.70
o21ai_1: 8 / 0.90
cells in the final DEF (no fill, tap or decap), types with 2 or more instances in the layout:
master and instances:
nand3_1 16, clkinv_4 3, inv_1 9, or4_1 4
o22ai_1 6, nand2_1 23, a221oi_1 2, a31oi_1 5
o21ai_1 8, and4_1 2, nor3b_1 2, xor2_1 6
or3_1 4, o31a_1 2, nand4_1 15, nor2_1 52
o221ai_1 2, o21ai_0 3, ha_1 5, nand2b_1 4
dfxtp_1 102, and3_1 6, and2_1 3, nor3_1 10
mux2i_1 34, o211ai_1 6, a22oi_1 15, mux2_2 32
a21oi_1 24, buf_4 6, nor4_1 9, a211o_1 2
nand4b_1 2, clkbuf_8 9, o311ai_0 2, clkdlybuf4s50_1 108
per-stage QoR:
step / utilization (%) / instance area, um^2
finish: 66.28 / 5752
floorplan: - / 4448
global placement: 64.17 / 5569
detailed placement: 64.17 / 5569
global route: 66.28 / 5752
CTS: 66.28 / 5752
routing by layer:
layer	track usage (%)	up-vias	routed length [um]
met5	0	-	0
met2	34.52	131	4419
li1	-	1895	-
met4	3.309	0	137
met3	3.454	14	724
met1	38.61	1806	5132
worst paths after layout:
path	slack, ns	to	cells past startpoint
max	5.22	opcode[30]	7
min reg2reg	0.48	operation[1][1]	1
max reg2reg	6.58	opcode[30]	7
min	0.48	operation[1][1]	1
Power and IR drop assume default switching activity.
