==> config.mk <==
export PLATFORM = sky130hd
export DESIGN_NAME = KeyboardInterface
export DESIGN_NICKNAME = KeyboardInterface
export VERILOG_FILES = /design/flow/design.v
export SDC_FILE = /design/flow/constraint.sdc
export NUM_CORES = 4
export LEC_CHECK = 1
export CORE_AREA = 10 10 114 114
export DIE_AREA = 0 0 124 124
==> constraint.sdc <==
current_design KeyboardInterface

set clk_period 2.1
set clk_io_pct 0.2

create_clock -name clk0 -period $clk_period [get_ports {clk}]
create_clock -name clk1 -period $clk_period [get_ports {ps2clk}]

set non_clock_inputs [all_inputs -no_clocks]
set_input_delay [expr $clk_period * $clk_io_pct] -clock clk0 $non_clock_inputs
set_output_delay [expr $clk_period * $clk_io_pct] -clock clk0 [all_outputs]
==> design.v <==
module KeyboardInterface
			#(parameter DELAY = 5000)
			(
				input clk,
				inout wire ps2data,
				inout wire ps2clk,
				output reg [7:0] char,
				output reg interrupt,
				output reg interruptType
			);
	reg [15:0] counter = 0;
	reg [7:0] previousValue = 0;
	reg [10:0] shiftRegister = 0;
	always @(negedge ps2clk)
	begin
			counter = counter + 1;
			shiftRegister = shiftRegister << 1;
			shiftRegister[0] = ps2data;
			if(counter == 11)
			begin
				counter = 0;
			end
	end
	always @(posedge clk)
	begin
			interrupt = 0;
			if(counter == 0 && shiftRegister[9:2] != 'hE0 && shiftRegister[9:2] != 'hF0)
			begin
				char = shiftRegister[9:2];
				interrupt = 1;
				interruptType = (previousValue == 'hF0) ? 1 : 0;
			end
			previousValue = shiftRegister[9:2];
	end
endmodule
==> run.sh <==
#!/bin/bash
# OpenROAD 26Q1-2900-gdf79404cd8, Yosys 0.63+post, stock flow scripts
make -C /OpenROAD-flow-scripts/flow DESIGN_CONFIG=/design/flow/config.mk WORK_HOME=/design/flow/orfs finish
==> flow_summary.toml <==
# generated from flow reports
[yosys]
ff_type = "dfxtp_1"
synth-edff-count = 9
ys_warn_count = 1
yosys.stat.seqShare_pct = 58.8
avgSynthCellArea_um2 = 12.0
synth_chip_area_um2 = 1650
synthesis.area_um2 = 1650
synthArstFlopShare_pct = 0
synth_cells = 137
yosysUniqueCellTypes = 36
synth_flop_count = 44
yosysCellCount = 137

[placement]
gp_congestion = 0.797
dp_hpwl_mm = 2.27
port_buffers = 10
dp.cells = 306

[status]
firstError = "[ERROR RSZ-0074] Failed to build tree from global routes for pin 'ps2data' and net 'ps2data' at grid (3450, 79350): found route to 2 pins, expected 1"
status = "aborted with a tool error"
stop_stage = "global routing"

[global_route]
grt_max_degree = 16

[clocking]
postCtsHoldBufs = 0
cts_setup_buffers = 0
cts_sinks = 44

[floorplanning]
initial_core_util_pct = 15.8
io_pins = 13
chipWidth_um = 124
placementRows = 37
die-height_um = 124

[sta]
untimed_endpoints = 1
## stage by stage
stage / worst slack (ns) / setup TNS [ns] / instance area (um^2)
2_1_floorplan: -0.331 / -3.09 / 1670
3_3_place_gp: -0.374 / -3.51 / 2140
3_5_place_dp: -0.361 / -3.38 / 2140
4_1_cts: -0.462 / -4.39 / 2330
## kinds of logic after synthesis
group,after synthesis,share of synthesized area [%]
XOR/XNOR,14,7.43
multiplexers,1,0.607
AND/OR/NAND/NOR,54,22.0
flip-flops,44,58.8
adder cells (fa/ha/maj),3,2.27
buffers and inverters,9,2.27
AND-OR/OR-AND,12,6.60
## Yosys cell counts, types with 2 or more instances
library cell,instances,area [um^2]
a21oi_1,2,10.0
edfxtp_1,9,270
nor2_1,6,22.5
a31oi_1,2,12.5
dfxtp_1,35,701
clkbuf_1,2,7.51
xor2_1,5,43.8
ha_1,3,37.5
and4_1,2,17.5
nor3_1,6,30.0
nor3b_1,2,15.0
nand4_1,2,12.5
nor4b_1,2,17.5
or3_1,4,25.0
inv_1,4,15.0
and3_1,3,18.8
a21boi_1,2,15.0
nand3_1,5,25.0
nand2_1,10,37.5
xnor2_1,9,78.8
buf_2,3,15.0
nand4_4,2,42.5
nor4_1,4,25.0
## what timing repair did
action                                  4_1_cts
cloned                                        0
endpoints found under the setup margin       10
resized                                       1
hold endpoints to repair                      0
