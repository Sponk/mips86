[flow/run.sh]
#!/bin/bash
# OpenROAD 26Q1-2900-gdf79404cd8, Yosys 0.63+post, stock flow scripts
make -C /OpenROAD-flow-scripts/flow DESIGN_CONFIG=/design/flow/config.mk WORK_HOME=/design/flow/orfs finish
[flow/config.mk]
export PLATFORM = sky130hd
export DESIGN_NAME = WordOpcodeBuffer
export DESIGN_NICKNAME = WordOpcodeBuffer
export VERILOG_FILES = /design/flow/design.v
export SDC_FILE = /design/flow/constraint.sdc
export NUM_CORES = 4
export LEC_CHECK = 1
export CORE_UTILIZATION = 50
[flow/constraint.sdc]
current_design WordOpcodeBuffer

set clk_period 3.6
set clk_io_pct 0.2

create_clock -name clk0 -period $clk_period [get_ports {clk}]

set non_clock_inputs [all_inputs -no_clocks]
set_input_delay [expr $clk_period * $clk_io_pct] -clock clk0 $non_clock_inputs
set_output_delay [expr $clk_period * $clk_io_pct] -clock clk0 [all_outputs]
[flow/design.v]
module WordOpcodeBuffer
		#(parameter ADDRESS_WIDTH = 32, parameter WORD_WIDTH = 32)
		(
			input wire clk,
			input wire reset,
			input wire [ADDRESS_WIDTH-1:0] ip,
			input wire startLoading,
			input wire [WORD_WIDTH-1:0] ramData,
			input wire ramBusy,
			output reg busy,
			output reg [WORD_WIDTH-1:0] opcode,
			output reg [ADDRESS_WIDTH-1:0] address,
			output reg request
		);
	always @(posedge clk)
	begin
		request = 0;
		if(startLoading & ~busy)
		begin
			request = 1;
			busy = 1;
			address = ip;
		end
		else if(busy)
		begin
			if(~ramBusy)
			begin
				opcode = ramData;		
				busy = 0;
				request = 1;
			end
		end
		if(reset)
		begin
			opcode <= 0;
			address = 0;
			busy = 0;
		end
	end
endmodule
==> run summary <==
impl run done, here's what came out: status=finished, final reports clean, H-tree levels=3, mean post-synth cell area=~11 um^2, post-layout period usage=0.586, Placement Setup Slack=between 1 and 1.5 ns, Detail Route Antenna Nets=0, Seq share, synth=0.423, Worst Tran Pin Value=between 0.8 and 0.9 ns, Worst slew margin=0.413, crit-path leading delay family=buffers and inverters, R2R Setup Slk=1.92 ns, Commonest Layout Cell=clkdlybuf4s50_1, # hold bufs at CTS=0, DRT iter0 DRCs=114, slowest CP cell=and2b_4, Critical Path Stages=4, fill count=about 420, Fin. Hold Viols=0, crit path DAT=2.30 ns, Remaining DRCs=0, M1 WL=3.35 mm, minimum clock period=around 2.1 ns, CTS clock-pin slew for the worst setup and hold paths=0.06 ns, sequential share of power=0.489, Die H=81.0 um, Core ar.=0.00596 mm^2, initial antenna violation count=0, Setup Viol. Count Final=0, peak supply drop=321 uV, yosys synthesis warning count=1, area share, top type=0.423, R2R depth=3, switching share of power=0.233, Layout Utilization=0.762, Pint=1.24 mW, share of cells above drive strength 1=0.125, routed wl met2=slightly above 3 mm, Clock Tree Buf Depth=2, distinct lib cells=13, Die W=roughly 80 um, worst r2r src=busy, Final GP Congestion=0.734, fmax=474 MHz, Leakage=1.53 nW, Worst setup EP type=register, final worst setup slack=1.49 ns, ys cells=about 300, worst min path class=reg2reg, gr usage total=0.216, Met3 Wirelength=539 um, Ports=134, TritonRoute pass-1 iters=4, FP Util=0.524, Main area contributors=dfxtp_1, nand4bb_1, nand2b_1, o21ai_2, o21ai_1, WP data required=3.79 ns, logic gate share of total power=0.176, chip area=~0.0066 mm^2, pwr/cell area=355 mW/mm^2, Crit Path Category=in2reg, Root Buffer=clkbuf_8, cell count after synthesis=297, largest net degree at the start of global routing=130, most frequent cells in the layout=clkdlybuf4s50_1, nand2b_1, dfxtp_1, Slew Limit Fails=0, Post-Place Cells=476, Row Count=28, # Post-CTS Setup Buffers=0, Mapped Area=0.00312 mm^2, drt total wl=approximately 7 mm, DR vias=roughly 2,600, clock sink count=66, reg2reg end=address[23], clk_skew=0.00427 ns, TritonCTS clock tree=built, Layout area overhead=45.4%, DR vias/cell=5.28, Resized cells post-CTS=0, clk latency of the worst-skew pair=0.33 ns, clock network fraction of total power=0.334, critical path, cell by cell=clkdlybuf4s50_1 > buf_4 > and2b_4 > o21ai_1, total gr overflow=0, # diodes=0, CP bufs+invs=2, TritonCTS buffer count=9, wire length per cell=14.5 um, Synth Register Bits=between 60 and 70, yosys stat chip area=0.00312 mm^2, crit path max fanout=35, largest area contributor in the synthesized netlist=dfxtp_1, vias in the first global route=2,267, IO buf count=133, P_sw=0.376 mW, tool warnings=29, Max Cap Viol=0, Gate Area=0.00160 mm^2, CP Launch Point=startLoading, Setup TNS=0 ns, Post-DP HPWL=4.32 mm, FF/Latch Area=0.00132 mm^2, Top Metal Used=met4, RSZ-0062 raised after global routing=no, Critical Path End=address[23], Largest stage delay, worst path=0.63 ns, Worst Setup Start Kind=input pin, Final Non-Filler Cells=491, global-route wire length before repair=10.8 mm
## cells by family after synthesis
family	count (synthesis)	synth area share
simple gates	132	0.369
flops	66	0.423
compound gates	66	0.143
buf+inv	33	0.0653
## worst reg2reg max path: stages (launching register included)
cell and delay, ns:
dfxtp_2 0.32, buf_4 0.32, and2b_4 0.76, o21ai_1 0.15
## cell usage after synthesis (all sizes together)
cell,n
and2b,2
dfxtp,66
o21a,1
o21ai,64
nand2,1
nand2b,65
nand4bb,64
clkbuf,12
buf,21
a21oi,1
## power groups by stage
stage	Clock, mW	Combinational (mW)	Sequential (mW)
CTS	0.554	0.287	0.789
global route	0.586	0.307	0.793
finish	0.539	0.284	0.789
## per-stage QoR
stage	total power [mW]	instance area, um^2	hold slack [ns]
after CTS	1.63	4540	0.471
final	1.61	4540	0.464
after floorplan	0.932	3120	0.427
after global routing	1.69	4540	0.487
after global placement	1.09	4370	0.451
after detailed placement	1.09	4370	0.460
## worst min-delay path by stage
stage | from | to | slack, ns | cells past startpoint
after CTS | opcode[1] | opcode[1] | 0.47 | 2
final | opcode[0] | opcode[0] | 0.46 | 2
after global routing | address[31] | address[31] | 0.49 | 2
## sequential cells by signal (all words and copies together) (netlist names)
signal and count:
address 32, opcode 32, busy 1, request 1
## layer usage
layer / vias up / GRT usage
met4: 0 / 0.0393
li1: 1305 / -
met5: - / 0
met1: 1186 / 0.330
met2: 92 / 0.309
met3: 11 / 0.0684
## cell type report
class	instances	area share
clock buffers	12	0.0342
well taps	75	0.0207
flip-flops and latches	66	0.291
repair buffers	137	0.299
multi-input cells	198	0.352
clock inverters	3	0.00331
Power is estimated from default activity; no workload was simulated.
